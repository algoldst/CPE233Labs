===== design/flow/run.sh =====
#!/bin/bash
# OpenROAD 26Q1-2900-gdf79404cd8, Yosys 0.63+post, stock flow scripts
make -C /OpenROAD-flow-scripts/flow DESIGN_CONFIG=/design/flow/config.mk WORK_HOME=/design/flow/orfs finish

===== design/flow/config.mk =====
export PLATFORM = sky130hd
export DESIGN_NAME = Debounce
export DESIGN_NICKNAME = Debounce
export VERILOG_FILES = /design/flow/design.v
export SDC_FILE = /design/flow/constraint.sdc
export NUM_CORES = 4
export LEC_CHECK = 1
export CORE_AREA = 10 10 82 82
export DIE_AREA = 0 0 92 92

===== design/flow/constraint.sdc =====
current_design Debounce

set clk_period 3.2
set clk_io_pct 0.2

create_clock -name clk0 -period $clk_period [get_ports {CLK}]

set non_clock_inputs [all_inputs -no_clocks]
set_input_delay [expr $clk_period * $clk_io_pct] -clock clk0 $non_clock_inputs
set_output_delay [expr $clk_period * $clk_io_pct] -clock clk0 [all_outputs]

===== design/flow/design.v =====
`timescale 1ns / 1ps
module Debounce(
    input CLK,
    input BTN,
    output logic DB_BTN
    );
    const logic [7:0] c_LOW_GOING_HIGH_CLOCKS = 8'h64;  
    const logic [7:0] c_HIGH_GOING_LOW_CLOCKS = 8'h64;  
    const logic [7:0] c_ONE_SHOT_CLOCKS       = 8'h03;  
    typedef enum { ST_init, ST_BTN_low, ST_BTN_low_to_high, ST_BTN_high, ST_BTN_high_to_low, ST_one_shot} STATES;
    STATES NS, PS;
    logic [7:0] s_db_count = 8'h00;
    logic s_count_rst, s_count_inc = 1'b0;
    always_ff @(posedge CLK) begin
        if (s_count_rst == 1'b1)
            s_db_count = 8'h00;
        else if (s_count_inc == 1'b1)
            s_db_count = s_db_count + 1;
    end
    always_ff @(posedge CLK) begin
       PS = NS; 
    end
    always_comb begin
        NS = ST_init;
        DB_BTN = 1'b0;
        s_count_rst = 1'b0;
        s_count_inc = 1'b0;
        case (PS)
            ST_init: begin           
                NS = ST_BTN_low;
                DB_BTN = 1'b0;
                s_count_rst = 1'b1;
            end
            ST_BTN_low: begin    
                if (BTN == 1'b1) begin        
                    NS = ST_BTN_low_to_high;  
                    s_count_inc = 1'b1;        
                end
                else begin
                    NS = ST_BTN_low;         
                    s_count_rst = 1'b1;
                end
            end
            ST_BTN_low_to_high: begin    
                if (BTN == 1'b1) begin   
                    if (s_db_count == c_LOW_GOING_HIGH_CLOCKS) begin 
                        NS = ST_BTN_high;
                        s_count_rst = 1'b1;
                    end
                    else begin           
                        NS = ST_BTN_low_to_high;
                        s_count_inc = 1'b1;
                    end
                end
                else begin               
                    NS = ST_BTN_low;
                    s_count_rst = 1'b1;
                end
            end
            ST_BTN_high: begin           
                if (BTN == 1'b1) begin 
                    NS = ST_BTN_high;
                    s_count_rst = 1'b1;
                end
                else begin               
                    NS = ST_BTN_high_to_low;
                    s_count_inc = 1'b1;
                end
            end
            ST_BTN_high_to_low: begin
                if (BTN == 1'b0) begin   
                    if (s_db_count == c_HIGH_GOING_LOW_CLOCKS) begin 
                        NS = ST_one_shot;
                        s_count_rst = 1'b1;
                    end
                    else begin           
                        NS = ST_BTN_high_to_low;
                        s_count_inc = 1'b1;
                    end
                end
                else begin               
                    NS = ST_BTN_high;
                    s_count_rst = 1'b1;
                end 
            end
            ST_one_shot: begin   
                if (s_db_count == c_ONE_SHOT_CLOCKS) begin  
                    NS = ST_init;
                    s_count_rst = 1'b1;
                    DB_BTN = 1'b0;
                end
                else begin               
                    NS = ST_one_shot;
                    s_count_inc = 1'b1;
                    DB_BTN = 1'b1;
                end
            end
            default: begin               
                NS = ST_init;
                s_count_rst = 1'b1;
                s_count_inc = 1'b0;
                DB_BTN = 1'b0;
            end
        endcase
    end
endmodule

==> deck_impl_summary.md <==
Implementation Results

Clock network
  • Root Buffer: clkbuf_8
  • CTS tree: done
  • Worst-Skew Late Latency: approximately 0.23 ns
  • CTS max path bufs: 2
  • H-tree depth: 1
  • CTS buffer count: 3
  • Hold buffers post-CTS: 0
  • CTS resizes: 0
  • Worst-path clk slew: roughly 0.050 ns
  • Post-CTS setup buffer count: 0
  • Sink Count: 11

Placement
  • PortBufs: 2
  • Gpl congestion: between 0.8 and 0.9
  • HPWL after DPL: a little under 900 µm
  • Dpl cell area: between 700 and 800 µm²

Worst setup path
  • Setup crit end kind: output pin
  • WS Path Type: reg -> out
  • Critical Path Start Type: flip-flop
  • Worst Setup SP: s_db_count[0]
  • Crit Reg-Reg Endpoint: s_db_count[5]
  • CP Data Arrival Time: 1.78 ns
  • Worst Path Required: roughly 2.6 ns
  • Worst Path Max Fanout: 4
  • Reg2reg start: s_db_count[0]
  • Reg-to-reg slack, setup: 1.46 ns
  • Worst-case reg-to-reg path depth: 5

Yosys
  • Synthesized area per cell: 8.927 µm²
  • Synthesized registers: 11
  • Top FF cell, synth: dfxtp_1
  • Register share after synthesis: 0.3333
  • Yosys stat area: around 660 µm²
  • Unique masters post-synth: 37
  • Asr flop ratio synth: 0
  • Cells in synth_stat.txt: approximately 74
  • Number of enable flip-flop cells: 0
  • Post-Syn Instances: roughly 74
  • Cell area after synthesis: 660.6 µm²
  • Yosys warning count: 1

STA
  • Max transition margin: 0.6034
  • Final min period: between 2 and 2.5 ns
  • Max Clk Rate: 412.6 MHz
  • Final setup vio count: 0
  • Tightest Pin Transition: 0.5867 ns
  • RSZ-0062 raised after global routing: false
  • Clk_skew: about 0.001 ns
  • Final hold vios: 0
  • Setup TNS: 0 ns
  • Fin. max-slew vios: 0
  • Post-route clock period utilization: 0.7574

Drt
  • Vias: approximately 540
  • 1st-pass router iterations: 4
  • Remaining antenna violation count after routing: 0
  • First DRT Iteration DRCs: between 80 and 90
  • Post-route DRC violation count: 0
  • DR WL/cell: between 8 and 9 µm
  • Drt total wl: between 1000 and 1500 µm
  • Ant diodes: 0
  • Via/cell ratio: about 3.7

GRT
  • Grt total ovfl: 0
  • Initial antenna violation count: 0
  • Largest net degree at the start of global routing: 14
  • GRT Util Overall: 0.03439
  • Vias in the first global route: 526
  • First-pass GRT wire length: between 2000 and 2500 µm

Hold path
  • Critical hold path startpoint: s_db_count[0]
  • Worst Hold Depth: 1
  • Hold WC Path Type: reg -> reg
  • Hold EP: s_db_count[0]

Cells and area
  • Reg area: about 220 µm²
  • Share of cells above drive strength 1: 0.1184
  • Area Overhead vs Synth: 19.32%
  • Most numerous logic cells after layout: dfxtp_1, a21oi_1, xnor2_1
  • Gate Area: 400.4 µm²
  • Post-Layout Inst Area: roughly 800 µm²
  • Commonest Layout Cell: dfxtp_1
  • Filler Cell Count: 583

Floorplanning
  • Top Ports: 3
  • Die Wd: a little over 90 µm
  • Core ar.: between 0.005 and 0.006 mm²
  • Die Size: 0.008464 mm²
  • DIE HEIGHT: 92 µm
  • Floorplan core density: 0.1302
  • Rows: 26

Job
  • Tool Warnings: 26
  • Max Cap Viol: 0

Pwr
  • Lkg Pwr: between 0.0002 and 0.0003 µW
  • Pwr/cell area: 691.9 mW/mm²
  • Worst vdd ir: 0.1661 mV

Run status
  • Status: complete, no violations
==> power by group <==
group,internal [µW],switching [µW]
clock,87.3,50.1
combinational,86.8,91.8
sequential,168,61.5
==> synthesized netlist by cell type, types with 2 or more instances <==
library cell | number | area (µm²)
buf_2 | 2 | 10.01
nor3_1 | 2 | 10.01
a21oi_1 | 8 | 40.04
nor4_1 | 2 | 12.51
dfxtp_1 | 11 | 220.2
o21ai_0 | 2 | 10.01
xnor2_1 | 4 | 35.03
xor2_1 | 2 | 17.52
a211oi_1 | 2 | 15.01
ha_1 | 2 | 25.02
and3_1 | 3 | 18.77
nor3_2 | 2 | 20.02
inv_1 | 3 | 11.26
nand4_1 | 3 | 18.77
nand2_1 | 3 | 11.26
a41o_1 | 2 | 20.02
==> sequential cells by signal, summed over array words and instances, names as in the netlist <==
name and flops:
PS 3, s_db_count 8
==> worst max-delay path by stage <==
stage and endpoint:
5_1_grt DB_BTN, 6_report DB_BTN, 4_1_cts DB_BTN
==> layer usage <==
| layer | track usage | vias up | part of all wire | wire, µm |
|---|---|---|---|---|
| met5 | 0 | - | 0 | 0 |
| met3 | 0.01812 | 2 | 0.061 | 79 |
| met4 | 0.005141 | 0 | 0.012 | 15 |
| met2 | 0.04588 | 8 | 0.41 | 532 |
| li1 | - | 280 | - | - |
| met1 | 0.04868 | 250 | 0.52 | 670 |
==> metrics by stage <==
| stage | util | power, µW | setup slack (ns) | cells | hold WS (ns) |
|---|---|---|---|---|---|
| after detailed placement | 0.1465 | 407.3 | 0.9654 | 142 | 0.4696 |
| final | 0.1553 | 545.4 | 0.7763 | 146 | 0.4761 |
| after global placement | 0.1465 | 414.3 | 0.9431 | 142 | 0.4549 |
| after global routing | 0.1553 | 596.5 | 0.6177 | 146 | 0.5196 |
| after floorplan | - | 376.6 | 1.573 | 74 | 0.4378 |
| after CTS | 0.1553 | 549.6 | 0.7325 | 146 | 0.4767 |
==> layout make-up <==
cell class              instances  share of cell area
multi-input cells              55              0.5079
flip-flops and latches         11              0.2794
inverters                       4             0.01905
repair buffers                  2             0.02540
well taps                      70              0.1111
clock buffers                   4             0.05714
==> logic make-up after synthesis <==
kind of cell / Yosys count / synth area share
AND-OR/OR-AND: 21 / 0.2140
XOR/XNOR: 6 / 0.07954
adder cells (fa/ha/maj): 2 / 0.03787
buffers and inverters: 8 / 0.06059
flip-flops: 11 / 0.3333
multiplexers: 1 / 0.01515
AND/OR/NAND/NOR: 25 / 0.2595
==> worst max-delay path, cell delays in order (launching register included) <==
cell             delay (ns)
dfxtp_1                0.33
ha_1                   0.25
nor4b_2                0.18
and2_1                 0.19
nor2_1                 0.12
clkdlybuf4s50_1        0.48
Power is estimated from default activity; no workload was simulated.
